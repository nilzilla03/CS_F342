File: /design/flow/config.mk
export PLATFORM = sky130hd
export DESIGN_NAME = MUX_B
export DESIGN_NICKNAME = MUX_B
export VERILOG_FILES = /design/flow/design.v
export SDC_FILE = /design/flow/constraint.sdc
export NUM_CORES = 4
export LEC_CHECK = 1
export CORE_AREA = 10 10 70 70
export DIE_AREA = 0 0 80 80
File: /design/flow/constraint.sdc
current_design MUX_B

set clk_period 3.4
set clk_io_pct 0.2

create_clock -name clk0 -period $clk_period

set non_clock_inputs [all_inputs -no_clocks]
set_input_delay [expr $clk_period * $clk_io_pct] -clock clk0 $non_clock_inputs
set_output_delay [expr $clk_period * $clk_io_pct] -clock clk0 [all_outputs]
File: /design/flow/design.v
`timescale 1ns / 1ps
module MUX_B(input [31:0] data_sign_extended, input [31:0] Register_B, input [31:0] data_shifted, input [1:0]ALUSrcB, output reg [31:0] ALU_Input_B);
always@(ALUSrcB)
begin
    case(ALUSrcB)
    0: begin 
      ALU_Input_B <= Register_B;
      end
    1: begin
      ALU_Input_B <= 32'b100;
      end
    2: begin  
      ALU_Input_B <= data_sign_extended;
      end
    3: begin
      ALU_Input_B <= data_shifted;
      end
    endcase
end
endmodule
File: /design/flow/run.sh
#!/bin/bash
# OpenROAD 26Q1-2900-gdf79404cd8, Yosys 0.63+post, stock flow scripts
make -C /OpenROAD-flow-scripts/flow DESIGN_CONFIG=/design/flow/config.mk WORK_HOME=/design/flow/orfs finish
==> ci_impl_report.md <==
### Yosys + OpenROAD results

| Metric | Value |
|---|---|
| Pin count of the biggest net entering global routing | `33` |
| Max VDD drop | `roughly 0.000084 V` |
| Initial antenna violation count | `0` |
| Inserted Diodes | `0` |
| Share of layout cells above drive strength 1 | `about 8.1%` |
| Gr ovfl total | `0` |
| Area Overhead vs Synth | `159%` |
| DRC violations left | `0` |
| Flip-flops | `0` |
| Post-CTS Hold Fix Bufs | `0` |
| Slew Limit Headroom | `between 60 and 70%` |
| Total power | `0.252 mW` |
| Seq/Total Area, Yosys | `0%` |
| Post-synthesis instance total | `around 78` |
| Critical Path RT | `between 2 and 3 ns` |
| Reg area | `0 um2` |
| Min Hold Slack | `roughly 2.2 ns` |
| Rows | `21` |
| Cells resized by post-CTS repair | `0` |
| Postcts setup bufs | `0` |
| Switching Fraction | `between 20% and 30%` |
| Hold crit path type | `in2out` |
| Vias | `1121` |
| Initial detailed-routing violation count | `31` |
| Routed WL | `~4.6 mm` |
| Layout clock buffers | `0` |
| Unrepaired setup endpoints after global routing | `false` |
| DRT met1 WL | `between 1 and 1.5 mm` |
| Internal | `about 0.19 mW` |
| Max-cap viol count | `0` |
| TritonRoute pass-1 iters | `4` |
| Tool Warnings | `33` |
| GP Congestion | `around 0.79` |
| WL per Instance | `18.7 um` |
| Die W | `~80 um` |
| Synth mux share | `between 40% and 50%` |
| YS chip area | `between 700 and 800 um2` |
| Die area | `approximately 6400 um2` |
| Warnings from Yosys | `1` |
| CP Capture Type | `output pin` |
| Outcome | `completed` |
| Area leader, netlist | `mux2i_1` |
| Seq pwr share | `0%` |
| Die span in y | `80 um` |
| Period minus WS final | `2.95 ns` |
| Post-synth area hogs | `mux2i_1, o2bb2ai_1, o2bb2ai_2, buf_6, a2bb2oi_2` |
| Logic family by area | `AND-OR/OR-AND gates` |
| Ao+oa area frac | `around 44%` |
| Setup tns final | `0 ns` |
| # Cells Yosys | `around 78` |
| Crit Path Class | `in2out` |
| Final core utilization | `around three fifths` |
| LEAKAGE | `0.783 nW` |
| Max Used Layer | `met4` |
| Met2 wire length | `~2.3 mm` |
| Worst Setup Start Kind | `input pin` |
| Post-synthesis cell area | `791 um2` |
| Fmax | `roughly 0.34 GHz` |
| Post-route ant nets | `0` |
| WP data arrival | `between 2 and 2.5 ns` |
| Cell area power density | `between 100 and 150 nW/um2` |
| Core ar. | `between 3000 and 4000 um2` |
| Port Buf Inserts | `roughly 130` |
| Vias in the first global route | `around 1300` |
| Slew @ Worst Pin | `around 0.52 ns` |
| Final setup viols | `0` |
| Total GRT Usage | `about an eighth` |
| Final Hold Viols | `0` |
| Clock Power Share | `0%` |
| Synth top area share | `approximately two fifths` |
| Vias per cell | `between 4 and 5` |
| Cell Type Count | `10` |
| # fillers | `slightly above 300` |
| First-pass GRT wire length | `between 6 and 7 mm` |
| I/O Pins | `130` |
| Init Core Util | `a little under a quarter` |
| Cycle use final | `slightly below 90%` |
| HPWL after detailed placement | `around 4 mm` |
| Adder share | `0%` |
| Yosys simple share | `under 10%` |
| Power share of the combinational group | `100.0%` |
| Final Max Tran Viols | `0` |
| Met3 wire length | `slightly above 800 um` |
| CP max FO | `32` |
| XOR/XNOR Fraction of Synth Area | `0%` |
| NetSw | `0.0652 mW` |
| Syn_area_per_cell | `a little over 10 um2` |
==> logic make-up after synthesis <==
family                 Yosys count
buffers and inverters           13
multiplexers                    32
AND-OR/OR-AND                   32
AND/OR/NAND/NOR                  1
==> synth_stat cells (all sizes together) <==
| library cell | number |
|---|---|
| a2bb2oi | 1 |
| and2 | 1 |
| buf | 10 |
| clkbuf | 2 |
| inv | 1 |
| mux2 | 1 |
| mux2i | 31 |
| o2bb2ai | 31 |
==> cell usage in the layout (no fill, tap or decap) <==
cell type,netlist,final
inv_1,1,1
o2bb2ai_1,21,21
and2_4,1,1
buf_4,0,2
mux2_2,1,1
buf_2,2,1
mux2i_1,31,31
a2bb2oi_2,1,1
o2bb2ai_2,10,10
clkdlybuf4s50_1,0,129
==> metrics by stage <==
stage / std cells / setup WS (ns) / area, um2
6_report: 244 / 0.452 / 2050
5_1_grt: 244 / 0.381 / 2050
4_1_cts: 244 / 0.448 / 2050
3_5_place_dp: 244 / 0.448 / 2050
3_3_place_gp: 244 / 0.466 / 2050
2_1_floorplan: 78 / 1.42 / 791
==> power by group through the flow <==
| stage | Combinational [mW] | Sequential, mW | Clock, mW |
|---|---|---|---|
| after CTS | 0.257 | 0 | 0 |
| after global routing | 0.272 | 0 | 0 |
| final | 0.252 | 0 | 0 |
==> critical path, cell delays in order <==
cell and delay (ns):
clkdlybuf4s50_1 0.47, and2_4 0.42, o2bb2ai_1 0.17, clkdlybuf4s50_1 0.51
==> path summary, 6_finish.rpt <==
check  cells after the start               to       start
max                        4  ALU_Input_B[19]  ALUSrcB[0]
min                        4   ALU_Input_B[2]  ALUSrcB[1]
==> routing by layer <==
metal	GRT usage, %	up-vias
met1	12.3	486
met5	0	-
li1	-	561
met4	0.704	0
met2	23.1	72
met3	9.89	2
==> area by class of cell <==
cell class | instances | area (um2) | share of cell area, %
inverter | 1 | 3.75 | 0.183
multi-input combinational | 65 | 679 | 33.1
tap | 46 | 57.6 | 2.80
timing repair buffer | 132 | 1310 | 63.9
Power is estimated from default activity; no workload was simulated.
