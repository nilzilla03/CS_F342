`design/flow/constraint.sdc`:
```
current_design Registers

set clk_period 8.5
set clk_io_pct 0.2

create_clock -name clk0 -period $clk_period [get_ports {clk}]

set non_clock_inputs [all_inputs -no_clocks]
set_input_delay [expr $clk_period * $clk_io_pct] -clock clk0 $non_clock_inputs
set_output_delay [expr $clk_period * $clk_io_pct] -clock clk0 [all_outputs]
```
`design/flow/run.sh`:
```
#!/bin/bash
# OpenROAD 26Q1-2900-gdf79404cd8, Yosys 0.63+post, stock flow scripts
make -C /OpenROAD-flow-scripts/flow DESIGN_CONFIG=/design/flow/config.mk WORK_HOME=/design/flow/orfs finish
```
`design/flow/design.v`:
```
`timescale 1ns / 1ps
module Registers(input [4:0] Read_register_1, input [4:0] Read_register_2, input [4:0] Write_register, input [31:0] Write_data, input RegWrite,
    output reg [31:0] Read_data_1, output reg [31:0] Read_data_2, input clk);
    reg [31:0] register_file [31:0];
    initial begin
        register_file[2][31:0] = 'h35A4;
        register_file[3][31:0] = 'h11AB0;
        register_file[4][31:0] = 'h2B124E;
        register_file[5][31:0] = 'h10;
    end
    always@(posedge clk )
    begin
        if(RegWrite)
            register_file[Write_register] = Write_data;
    end
    always@(*)
    begin
        Read_data_1 = register_file[Read_register_1];
        Read_data_2 = register_file[Read_register_2];
    end
endmodule
```
`design/flow/config.mk`:
```
export PLATFORM = sky130hd
export DESIGN_NAME = Registers
export DESIGN_NICKNAME = Registers
export VERILOG_FILES = /design/flow/design.v
export SDC_FILE = /design/flow/constraint.sdc
export NUM_CORES = 4
export LEC_CHECK = 1
export CORE_UTILIZATION = 30
```
==> reports/qor.csv <==
metric,value,unit
leakage,0.02020,µW
num_rows,147,
cts.clk_slew.worst_paths,0.06,ns
crit_top_cell,clkdlybuf4s50_1,
mux_area_share,21.01,%
synthDistinctLibCells,23,
fp.dieW,405.3,µm
overflow,0,
cts_resized,0,
cpMaxStageDelayCell,and2_4,
end_kind,primary output,
tightest_slew,1.053,ns
fmax,151.3,MHz
layout.cells.non_filler,5733,
layout-drive-gt1-share,9.409,%
critPathKind,in -> out,
drtIter0Drc,2240,
warnings,26,
powerDensity,201.2,nW/µm²
yosys-stat-cells,3386,
grt_pass1_wl,221200,µm
num_vias,31060,
cts_sinks,1024,
crit_path_max_incr_delay,0.78,ns
period_needed,6.610,ns
htreeDepth,3,
dieArea,164200,µm²
ys.flops,1024,
synth.avg_cell_area,14.41,µm²
root_buffer,clkbuf_16,
dr.pass1.iters,5,
cp_max_fo,41,
worst_ep_required_time,6.80,ns
track_usage,19.82,%
top_logic_kind,multiplexers,
hold_class,in -> reg,
ir_worst_vdd,142.1,µV
cts_hold_buf,0,
fp_util,30.32,%
setup_tns,0,ns
ys_warn_count,1,
aoi_share,8.042,%
crit_chain,"clkdlybuf4s50_1, and2_4, buf_4, a22o_1, nor3_1, a31oi_1, nand3_1, clkdlybuf4s50_1",
startpoint_type,input port,
grt_max_degree,97,
dp_cells,5541,
ys_seq_share,63.03,%
status,finished clean,
postRouteAntennaNets,0,
adder_share,0,%
die_y,405.3,µm
ys_sh_simple,4.714,%
syn_to_final_growth,14.84,%
post_drt_wl_per_cell,27.21,µm
hold_start,Write_data[20],
cts_tree,built,
antenna_found_initial,6,
cap_violations,0,
cp.arrival,4.91,ns
ys_area,48790,µm²
setup_violations,0,
viasPerCell,5.417,
slew_headroom,29.61,%
crit_start,Read_register_1[0],
postCtsSetupBuffers,0,
num_io_pins,113,
drt_wl_total,156000,µm
fin_crit_sh,77.76,%
dp_hpwl,88110,µm
cts-buffers-inserted,104,
clockBufferDepth,3,
design.core.area,160900,µm²
hold_violations,0,
netlist_instances,3386,
synth_area,48790,µm²
largest_reg_flops,1024,
utilization,34.82,%
routabilityCongestion,0.8857,
grt_pass1_vias,31870,
drv_slew,0,
rsz0062_at_grt,false,
drc,0,
synth-xor-area-share,0,%
portBuffers,112,
layout make-up:
| class | instances | area, µm² |
|---|---|---|
| Fill cell | 15130 | 104900 |
| Sequential cell | 1024 | 30750 |
| Multi-Input combinational cell | 2109 | 16780 |
| Clock buffer | 121 | 2709 |
| Tap cell | 2160 | 2703 |
| Timing Repair Buffer | 248 | 2402 |
| Clock inverter | 69 | 683.2 |
| Antenna cell | 2 | 5.005 |
worst paths after layout:
kind                                          end  slack, ns  cells past startpoint
setup / recovery                   Read_data_1[1]       1.89                      8
hold / removal    register_file[28][20]$_DFFE_PP_       1.81                      2
cells by family after synthesis:
kind of cell,Yosys count
mux,1024
simple gates,509
compound gates,576
buf+inv,253
flops,1024
per-stage QoR:
stage | instance area (µm²) | setup slack, ns | hold slack (ns) | total power (µW)
2_1_floorplan | 48790 | 4.041 | 1.799 | 6326
3_3_place_gp | 52630 | 1.913 | 2.527 | 6788
3_5_place_dp | 52630 | 1.911 | 2.538 | 6789
4_1_cts | 56030 | 1.905 | 1.767 | 11340
5_1_grt | 56030 | 1.823 | 1.824 | 11590
6_report | 56030 | 1.890 | 1.808 | 11280
routing by layer:
layer / vias to the layer above / global-route usage (%) / routed length (µm)
met5: - / 1.279 / 271
met4: 14 / 6.114 / 5795
met3: 310 / 11.53 / 21370
met2: 1724 / 30.27 / 72360
met1: 15400 / 23.83 / 56210
li1: 13610 / - / -
Yosys cell counts:
cell	instances	area, µm²
edfxtp_1	1024	30750
mux2i_1	1024	10250
nand2_1	195	732.0
nand3_1	194	970.9
a21oi_1	192	960.9
a22oi_1	192	1441
a22o_1	128	1121
clkbuf_1	86	322.8
buf_2	70	350.3
a31oi_1	64	400.4
nor3_1	64	320.3
buf_4	47	352.8
buf_6	45	506.7
nor2_1	35	131.4
nand3b_1	5	37.54
clkbuf_4	4	30.03
nand2b_1	4	25.02
nor2b_1	4	25.02
or3b_2	3	26.28
and2_1	2	12.51
or2_2	2	12.51
buf_1	1	3.750
or3_1	1	6.260
cell usage in the layout (no fill, tap or decap), types with 5 or more instances in the layout:
| cell type | instances |
|---|---|
| clkinv_1 | 28 |
| nand3b_1 | 5 |
| a22oi_1 | 192 |
| clkbuf_1 | 15 |
| clkinv_2 | 16 |
| mux2i_1 | 1024 |
| bufinv_16 | 12 |
| nand3_1 | 194 |
| a21oi_1 | 192 |
| clkbuf_16 | 106 |
| edfxtp_1 | 1024 |
| buf_12 | 20 |
| a31oi_1 | 64 |
| clkdlybuf4s50_1 | 110 |
| buf_4 | 116 |
| nor2_4 | 34 |
| a22o_1 | 128 |
| nand2_1 | 193 |
| nor3_1 | 64 |
power breakdown:
group	switching, µW	internal (µW)	total, µW
Combinational	653	395	1050
Sequential	23.6	5620	5640
Clock	1950	2640	4590
Total	2620	8650	11300
worst max-delay path, delay by kind of cell:
kind / cells / cell delay, ns
AND-OR/OR-AND: 2 / 0.46
buffers and inverters: 3 / 1.64
AND/OR/NAND/NOR: 3 / 1.07
Power and IR drop assume default switching activity.
