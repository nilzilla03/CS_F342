**flow/config.mk**
```make
export PLATFORM = sky130hd
export DESIGN_NAME = PC_Register
export DESIGN_NICKNAME = PC_Register
export VERILOG_FILES = /design/flow/design.v
export SDC_FILE = /design/flow/constraint.sdc
export NUM_CORES = 4
export LEC_CHECK = 1
export CORE_AREA = 10 10 109 109
export DIE_AREA = 0 0 119 119
```
**flow/constraint.sdc**
```tcl
current_design PC_Register

set clk_period 1.0
set clk_io_pct 0.2

create_clock -name clk0 -period $clk_period [get_ports {clk}]

set non_clock_inputs [all_inputs -no_clocks]
set_input_delay [expr $clk_period * $clk_io_pct] -clock clk0 $non_clock_inputs
set_output_delay [expr $clk_period * $clk_io_pct] -clock clk0 [all_outputs]
```
**flow/design.v**
```verilog
`timescale 1ns / 1ps
module PC_Register(input [31:0] PC_in, input PC_Write, output reg [31:0] PC, input clk);
initial begin
    PC = 0;
end
always@(posedge clk)
    begin
    if(PC_Write)
      PC = PC_in;
    end
endmodule
```
**flow/run.sh**
```bash
#!/bin/bash
# OpenROAD 26Q1-2900-gdf79404cd8, Yosys 0.63+post, stock flow scripts
make -C /OpenROAD-flow-scripts/flow DESIGN_CONFIG=/design/flow/config.mk WORK_HOME=/design/flow/orfs finish
```
==> run notes <==
run results: outcome finished, final reports clean, CTS HTree Levels 2, MaxCap Viol Count 0, Final setup viols 0, Synth Flop Type edfxtp_1, Peak VDD IR 0.474 mV, first-pass GRT wire length 4510 um, leading area contributor after synthesis edfxtp_1, crit path kind register to primary output, Worst-Margin Slew 0.147 ns, placed cell count 232, final slew viol count 0, Site Rows 36, vias per cell 2.46, Final Cycle Share 0.990, Total Routing Usage GR 0.0427, IO Port Bufs 65, Die Size 0.0142 mm2, DRT antenna net count 0, vias in the first global route 681, Post-synth top cells edfxtp_1 (32), min Tclk post-route 0.990 ns, max reg flops 32, CTS max path bufs 2, cells after synthesis 32, Pleak 0.637 nW, largest net degree at the start of global routing 25, layout cell share with drive strength beyond 1 0.402, Post-Layout Cell Count 241, Wirelength per Cell 12.6 um, dpl ws -0.0273 ns, Root Driver clkbuf_8, CP Data Arrival Time 0.79 ns, total congestion overflow 0, Fill cells 1077, first-iteration detailed-routing DRC count 25, Synth cell types 1, Syn-to-layout area delta 82.6%, number of setup buffers added after CTS 0, FMAX 1010 MHz, Ys Warns 1, post-synthesis async set-or-reset flop share 0, PnR worst setup slack 0.0102 ns, fp util 0.0997, type of origin of the critical path register, DRC 0, Die H 119 um, Worst EP required 0.80 ns, cells in synth_stat.txt 32, CTS tree yes, initial antenna violation count 2, Placed Area 0.00180 mm2, Die W 119 um, Gate Area 0 um2, power per cell area 1770 mW/mm2, Multi-In Gates 0, Worst path slowest cell edfxtp_1, drt first pass iters 2, Seq/Total Area, Yosys 1.00, Hold Vio Cnt, Final 0, RSZ-0062 raised after global routing yes, crit path capture type primary output, RePlAce Congestion 0.659, finished layout cell area 0.00175 mm2, post-route core utilization 0.182, Yosys top cell by instances edfxtp_1, Synth Cell Area 961 um2, CTS buffer count 5, number of enable flip-flop cells 32, # hold bufs at CTS 0, Area leader share 1.00, Post-Route WL 3050 um, Slew HR 0.902, core area 0.00964 mm2, Syn Area/Cell 30.0 um2, clock-pin slew on the worst setup and hold paths 0.07 ns, top cells, area edfxtp_1 (100%), critical path's largest stage delay 0.38 ns, Tot Pwr 3.11 mW, Top delay family on crit path flip-flops, YS chip area 961 um2, Max Fanout on Critical Path 1, detailed-placement wirelength estimate 2490 um, Clock Sink Count 32, Ports 66, worst min-delay path category primary input to register, Tool Warnings 27, sequence of cells on the critical path buf_2, vias 594, CP bufs+invs 1, Yosys reg bits 32
==> layer usage <==
layer	vias to the layer above	GRT usage	wire, um
met3	5	0.0427	588
met1	264	0.0479	1170
met5	-	0	17
met2	46	0.0584	1240
met4	2	0.00458	31
li1	277	-	-
==> cells by family after synthesis <==
family  after synthesis  synth area share
flops                32              1.00
==> layout make-up <==
type | instances | area (um2) | area share
antenna | 1 | 2.50 | 0.00143
clock buffer | 5 | 68.8 | 0.0392
clock inverter | 3 | 42.5 | 0.0243
sequential | 32 | 961 | 0.548
tap | 133 | 166 | 0.0949
timing repair buffer | 67 | 513 | 0.292
==> power breakdown <==
group          switching [mW]  total [mW]  internal (mW)
registers              0.0208        1.61           1.59
clock network           0.509        1.25          0.737
logic                  0.0674       0.249          0.182
==> worst paths after layout <==
check,startpoint,endpoint,depth (start not counted)
setup / recovery,PC[18]$_DFFE_PP_,PC[18],1
hold / removal,PC_Write,PC[9]$_DFFE_PP_,2
==> timing repair <==
item	CTS	global route
pin swaps	0	0
gates resized	102	0
setup endpoints to repair	32	28
==> stage by stage <==
step	hold WS [ns]	TNS, ns
CTS	0.322	-0.0333
floorplan	0.299	0
detailed placement	0.627	-0.0438
global placement	0.624	-0.0442
finish	0.331	0
global route	0.334	-0.562
==> cells in the final DEF, fill, tap and decap left out, drive strengths merged <==
| cell | instances |
|---|---|
| buf | 35 |
| bufinv | 1 |
| clkbuf | 5 |
| clkdlybuf4s50 | 32 |
| clkinv | 1 |
| clkinvlp | 1 |
| diode | 1 |
| edfxtp | 32 |
Power is estimated from default activity; no workload was simulated.
